===== /design/flow/run.sh =====
#!/bin/bash
# OpenROAD 26Q1-2900-gdf79404cd8, Yosys 0.63+post, stock flow scripts
make -C /OpenROAD-flow-scripts/flow DESIGN_CONFIG=/design/flow/config.mk WORK_HOME=/design/flow/orfs finish

===== /design/flow/config.mk =====
export PLATFORM = sky130hd
export DESIGN_NAME = ad_top
export DESIGN_NICKNAME = ad_top
export VERILOG_FILES = /design/flow/design.v
export SDC_FILE = /design/flow/constraint.sdc
export NUM_CORES = 4
export LEC_CHECK = 1
export CORE_UTILIZATION = 30

===== /design/flow/constraint.sdc =====
current_design ad_top

set clk_period 2.3
set clk_io_pct 0.2

create_clock -name clk0 -period $clk_period [get_ports {I_sysclk_p}]

set non_clock_inputs [all_inputs -no_clocks]
set_input_delay [expr $clk_period * $clk_io_pct] -clock clk0 $non_clock_inputs
set_output_delay [expr $clk_period * $clk_io_pct] -clock clk0 [all_outputs]

===== /design/flow/design.v =====
module AD7266_Read 
(
	input sys_clk,
	input rst_n,
	input OUTA_IN, 
	input OUTB_IN, 
	output reg CS,
	output reg SCK,
	output reg[2:0] AD_A2_A0,
	output AD_RANGE,
	output AD_DIFF,	
	output RD_DONE,
	output reg[11:0] A1_Result ,
	output reg[11:0] B1_Result ,
	output reg[11:0] A2_Result,
	output reg[11:0] B2_Result,
	output reg[11:0] A3_Result,
	output reg[11:0] B3_Result,
	output reg[11:0] A4_Result,
	output reg[11:0] B4_Result,
	output reg[11:0] A5_Result,
	output reg[11:0] B5_Result,
	output reg[11:0] A6_Result,
	output reg[11:0] B6_Result
);
localparam count_MAX=16'd1;
reg[15:0] count_clk;
reg[15:0] CONVST_time;
reg [5:0] count_SCK;
reg spi_clk;
reg [5:0] count_spi_clk_P;
reg [5:0] count_spi_clk_N;
reg spi_rd_done; 
reg [5:0] spi_state;
reg [27:0] A1B1_Result;
reg [27:0] A2B2_Result;
reg [27:0] A3B3_Result;
reg [27:0] A4B4_Result;
reg [27:0] A5B5_Result;
reg [27:0] A6B6_Result;
reg BUSY_PRE,READY_FLAG;
assign AD_RANGE=1'b0;
assign AD_DIFF=1'b1;
assign RD_DONE=spi_rd_done;
always@(posedge sys_clk or negedge rst_n) 
	begin
		if(!rst_n)
			begin
				count_clk<=16'd0;
				spi_clk<=1'b0;
			end
		else if(count_clk==count_MAX)		
			begin
				spi_clk<=~spi_clk;
				count_clk<=16'd0;				
			end
		else
			count_clk<=count_clk+16'd1;
	end
always @(negedge spi_clk or negedge rst_n) 
	begin 
		if(!rst_n)
			SCK=1'b1;
		else if(!CS)
			begin
				if(count_spi_clk_N==6'd27)
					SCK=1'b1;
				else	
					begin
						SCK<=~SCK; 
					end
			end
	  else SCK=1'b1;		
	end
always @(negedge spi_clk or negedge rst_n) 
	begin
		if(!rst_n)
			begin
				count_spi_clk_N<=6'd0;
			end
		else if (!CS)
			begin
			  if(count_spi_clk_N==6'd27)
					count_spi_clk_N<=6'd0;
				else
					count_spi_clk_N<=count_spi_clk_N+6'd1;
			end
		else count_spi_clk_N<=6'd0;
	end	
always @(posedge spi_clk or negedge rst_n) 
	begin
		if(!rst_n)
			begin
				CS<=1'b1;	
			end
		else if(READY_FLAG==1'b1)
			begin
				CS<=1'b0;
			end
		else if (count_spi_clk_P==6'd26)
				CS<=1'b1;
	end
always @(posedge spi_clk or negedge rst_n) 
	begin
		if(!rst_n)
			begin
				count_spi_clk_P<=6'd0;
			end
		else if (!CS)
			begin
			  if(count_spi_clk_P==6'd26)
					count_spi_clk_P<=6'd0;
				else
					count_spi_clk_P<=count_spi_clk_P+6'd1;
			end
		else count_spi_clk_P<=6'd0;
	end	
always@(posedge SCK ) 
	begin	
		 if(!CS)
			begin
				if(count_SCK<6'd14)
					begin
						case(AD_A2_A0)	
							3'd0:
								begin
									A1B1_Result[27-count_SCK]<=OUTA_IN;
									A1B1_Result[13-count_SCK]<=OUTB_IN;
								end
							3'd1:	
								begin
									A2B2_Result[27-count_SCK]<=OUTA_IN;
									A2B2_Result[13-count_SCK]<=OUTB_IN;
								end
							3'd2:	
								begin
									A3B3_Result[27-count_SCK]<=OUTA_IN;
									A3B3_Result[13-count_SCK]<=OUTB_IN;
								end
							3'd3:	
								begin
									A4B4_Result[27-count_SCK]<=OUTA_IN;
									A4B4_Result[13-count_SCK]<=OUTB_IN;
								end
							3'd4:	
								begin
									A5B5_Result[27-count_SCK]<=OUTA_IN;
									A5B5_Result[13-count_SCK]<=OUTB_IN;
								end
							3'd5:	
								begin
									A6B6_Result[27-count_SCK]<=OUTA_IN;
									A6B6_Result[13-count_SCK]<=OUTB_IN;
								end
							default:;
						endcase
					end	
			end
	end
always@(negedge SCK or negedge rst_n)	 
	begin
		if(!rst_n)
			begin
				count_SCK<=6'd0;
			end
		else if(count_SCK==6'd13)
			begin
				count_SCK<=6'd0;
			end
	  else 
			count_SCK<=count_SCK+6'd1;
	end
always@(posedge spi_clk or negedge rst_n) 
	begin
		if(!rst_n)
			begin
				spi_rd_done<=1'b0;
			end
		else if(count_spi_clk_N==6'd26)
			spi_rd_done<=1'b1;
		else if(CS==1'b1)
			spi_rd_done<=1'b0;
	end
always@(posedge spi_clk or negedge rst_n) 
	begin
		if(!rst_n)
			begin
				A1_Result<=12'd0;
				B1_Result<=12'd0;
				A2_Result<=12'd0;
				B2_Result<=12'd0;
				A3_Result<=12'd0;
				B3_Result<=12'd0;
				A4_Result<=12'd0;
				B4_Result<=12'd0;
				A5_Result<=12'd0;
				B5_Result<=12'd0;
				A6_Result<=12'd0;
				B6_Result<=12'd0;
			end
		else if(spi_rd_done==1'b1)
			begin
				case(AD_A2_A0)
					3'd0:
						begin
							A1_Result<=A1B1_Result[25:14];	
							B1_Result<=A1B1_Result[11:0];			
						end
					3'd1:
						begin
							A2_Result<=A2B2_Result[25:14];	
							B2_Result<=A2B2_Result[11:0];
						end	
					3'd2:
						begin
							A3_Result<=A3B3_Result[25:14];	
							B3_Result<=A3B3_Result[11:0];
						end
					3'd3:
						begin
							A4_Result<=A4B4_Result[25:14];	
							B4_Result<=A4B4_Result[11:0];
						end
					3'd4:
						begin
							A5_Result<=A5B5_Result[25:14];	
							B5_Result<=A5B5_Result[11:0];
						end
					3'd5:
						begin
							A6_Result<=A6B6_Result[25:14];	
							B6_Result<=A6B6_Result[11:0];
						end
					default:;	
				endcase
			end		
	end
always@(posedge spi_clk  or negedge rst_n)
	begin
		if(!rst_n)
			begin
				CONVST_time<=16'd0;
			end
		else if(CONVST_time==16'd180)
			begin
				CONVST_time<=16'd0;
			end
		else if(CONVST_time>16'd180)
				CONVST_time<=16'd0;
		else 
			CONVST_time<=CONVST_time+16'd1;
	end
always@(posedge spi_clk  or negedge rst_n)
	begin
		if(!rst_n)
			begin
				AD_A2_A0<=3'b000;
			end
		else
			begin
				case(CONVST_time)
				16'd0:
					AD_A2_A0<=3'b000;					
				16'd30:
					AD_A2_A0<=3'b000;
				16'd60:
					AD_A2_A0<=3'b000;
				16'd90:
					AD_A2_A0<=3'b000;
				16'd120:
					AD_A2_A0<=3'b000;
				16'd150:
					AD_A2_A0<=3'b000;
					default:;
				endcase
			end		
	end
always@(posedge spi_clk or negedge rst_n)
	begin
		if(!rst_n)
			begin
				READY_FLAG<=1'b0;
			end
		else
			begin
				case(CONVST_time)
					16'd1:READY_FLAG<=1'b1;					
					16'd2:READY_FLAG<=1'b0;
					16'd31:READY_FLAG<=1'b1;	
					16'd32:READY_FLAG<=1'b0;
					16'd61:READY_FLAG<=1'b1;	
					16'd62:READY_FLAG<=1'b0;
					16'd91:READY_FLAG<=1'b1;	
					16'd92:READY_FLAG<=1'b0;
					16'd121:READY_FLAG<=1'b1;
					16'd122:READY_FLAG<=1'b0;
					16'd151:READY_FLAG<=1'b1;
					16'd152:READY_FLAG<=1'b0;
					default:;
				endcase
			end		
	end	
endmodule 
module ad_top( 
input        I_sysclk_p,
input        I_reset_n,
input         DOUTA_IN,
input         DOUTB_IN,
output wire   CS,
output wire    SCK,
output wire    sck_test,
output wire[2:0] AD_A2_A0,
output wire         RD_DONE,
output wire[11:0] A1_Result,
output wire[11:0] B1_Result,
output wire[11:0] A2_Result,
output wire[11:0] B2_Result,
output wire[11:0] A3_Result,
output wire[11:0] B3_Result,
output wire[11:0] A4_Result,
output wire[11:0] B4_Result,
output wire[11:0] A5_Result,
output wire[11:0] B5_Result,
output wire[11:0] A6_Result,
output wire[11:0] B6_Result,
output wire[2:0]  Vdd_fmc_adj
);
assign Vdd_fmc_adj = 3'd7;
AD7266_Read u_AD7266(
.sys_clk    (I_sysclk_p), 
.rst_n      (I_reset_n),
.OUTA_IN    (DOUTA_IN), 
.OUTB_IN    (DOUTB_IN), 
.CS         (CS),
.SCK        (SCK),
.AD_A2_A0   (AD_A2_A0),
.RD_DONE    (RD_DONE),
.A1_Result  (A1_Result),
.B1_Result  (B1_Result),
.A2_Result  (A2_Result),
.B2_Result  (B2_Result),
.A3_Result  (A3_Result),
.B3_Result  (B3_Result),
.A4_Result  (A4_Result),
.B4_Result  (B4_Result),
.A5_Result  (A5_Result),
.B5_Result  (B5_Result),
.A6_Result  (A6_Result),
.B6_Result  (B6_Result)
);
assign sck_test = SCK;
endmodule

==> summary.txt <==
run metrics: internal power 0.543 mW, Port Buffer Count 31, Max VDD drop 0.688 mV, Die Wd 154 µm, TritonCTS clock tree done, Seq/Total Area, Yosys 39.1%, DIE HEIGHT 154 µm, maximum root-to-sink buffer count 2, pwr/cell area 96.6 nW/µm², antenna cells 0, Tmin final 1630 ps, Log Warnings 39, Total GRT Usage 10.6%, Dominant comb cell simple AND/OR/NAND/NOR gates, GRT Max-Usage Layer met1, Synth-to-Final Area Change 3.60%, root buf cell clkbuf_16, dpl cells 1000, Final Max Tran Viols 0, CP startpoint kind flip-flop, Hold Crit Class primary input to async pin, Placeable Area 22600 µm², vias after detailed routing 4378, number of CTS-inserted buffers 3, RSZ-0062 raised after global routing no, NetSw 0.148 mW, Worst-Skew Late Latency 240 ps, Post-CTS Setup Bufs 0, mux contribution to synthesized area 9.23%, total negative setup slack 0 ps, switching share of power 21.4%, crit path max fanout 5, # DRC 0, syn avg cell area 9.99 µm², crit share post-route 70.7%, post-DP HPWL 9540 µm, met2 Use GR 16.3%, initial antenna violation count 0, first-pass GRT wire length 20300 µm, # rows 55, Yosys chip area 6910 µm², total routed wirelength 12300 µm, Crit Path Class flip-flop to flip-flop, DR pass1 iterations 4, register cell area after layout 2700 µm², Synthesized registers 103, clk slew on worst S/H paths 50 ps, CP endpoint kind flip-flop, Yosys top cell by area dfrtp_1, largest net degree at the start of global routing 57, Setup Skew 1.19 ps, Clk network pwr share 48.7%, Initial DRC Count 189, CTS H-Tree Depth 1, fmax 615 MHz, filler cell count 2270, CP arrival 1750 ps, area of the multi-input gates 3610 µm², layout cell share with drive strength beyond 1 8.48%, setup violators final 0, WP data required 2430 ps, async set-reset flop share out of synthesis 76.7%, Core Util at FP 30.5%, WL per Instance 12.2 µm, combinational power share 7.8%, Post-synth EDFFs 24, endpoints left unconstrained 130, Simple-Gate Fraction of Synth Area 17.8%, area share of xor/xnor cells in the synthesized design 5.94%, M3 GR Usage 1.72%, Yosys Instances 692, Largest cells by area dfrtp_1 (24%), buf_4 (14%), edfxtp_1 (10%), ha_1 (6.3%), mux2_2 (4.9%), Hold Violations, Final 0, Max-Cap Viols 0, Post-synth top flop dfrtp_1, RD Place Congestion 0.911, Place WS 710 ps, Final WS setup 675 ps, register pins left without a clock 86, worst-margin pin slew 959 ps, vias in the first global route 4042, and-or/or-and share of the synthesized area 5.61%, IO Count 158, Synth cell types 69, final cell count without fillers 1004, post-route ant nets 0, Rel. slew slack 35.4%, Adders+Majority by Area 6.33%, Mapped Cells 692, GRT met1 Usage 16.7%, share of the synthesized area in the top cell type 23.5%, Post-Syn Area 6910 µm², drt via density 4.36, hold-fix buffers at CTS 0, grt ovf 0, synth warn 1, share of total power in sequential cells 43.5%, LEAKAGE 3.13 nW, chip area 23700 µm², CTS-repair resized insts 0, status finished, final reports clean
## cells in the final DEF (no fill, tap or decap), types with 12 or more instances in the layout
master             n
conb_1           134
dfrtp_1           65
nor2_1            61
nand2_1           53
ha_1              35
xnor2_1           32
mux2i_1           30
mux2_2            30
clkdlybuf4s50_1   30
nand3_1           25
edfxtp_1          24
inv_1             20
nor3_1            20
xor2_1            13
nand4_1           12
dfrtn_1           12
## sequential cells by signal, indices dropped and copies added (netlist names)
name / flops
u_AD7266.count_spi_clk_N: 6
u_AD7266.count_spi_clk_P: 6
u_AD7266.A1_Result: 12
u_AD7266.count_SCK: 6
u_AD7266.A1B1_Result: 24
u_AD7266.CS: 1
u_AD7266.spi_rd_done: 1
u_AD7266.CONVST_time: 16
u_AD7266.READY_FLAG: 1
u_AD7266.count_clk: 16
u_AD7266.SCK: 1
u_AD7266.spi_clk: 1
u_AD7266.B1_Result: 12
## path summary, 6_finish.rpt
kind / start / to / slack, ps / cells after the start
max in group asynchronous: I_reset_n / u_AD7266.count_clk[4] / 1650 / 1
worst min register to register: u_AD7266.count_clk[15] / u_AD7266.count_clk[15] / 480 / 1
worst max register to register: u_AD7266.count_clk[2] / u_AD7266.count_clk[13] / 670 / 6
min in group clk0: u_AD7266.count_clk[15] / u_AD7266.count_clk[15] / 480 / 1
worst min-delay path: I_reset_n / u_AD7266.count_clk[13] / 250 / 1
worst max-delay path: u_AD7266.count_clk[2] / u_AD7266.count_clk[13] / 670 / 6
## power groups by stage
stage | Combinational (mW) | Clock, mW | Sequential [mW]
finish | 0.0538 | 0.337 | 0.301
CTS | 0.0594 | 0.346 | 0.300
global route | 0.0723 | 0.359 | 0.300
## critical path, cell delays in order, from the launching register on
cell and delay (ps):
dfrtp_1 410, and3_1 190, and2_1 180, and3_1 220, nor2b_1 250, nand3_1 130, xnor2_1 130
## through the flow
| step | area (µm²) | hold WS [ps] | utilization, % | total power [mW] |
|---|---|---|---|---|
| 2_1_floorplan | 7410 | 164 | - | 0.470 |
| 4_1_cts | 7160 | 272 | 31.6 | 0.706 |
| 3_5_place_dp | 7080 | 469 | 31.3 | 0.364 |
| 5_1_grt | 7160 | 301 | 31.6 | 0.731 |
| 6_report | 7160 | 249 | 31.6 | 0.692 |
| 3_3_place_gp | 7080 | 474 | 31.3 | 0.366 |
## kinds of logic after synthesis
kind of cell	Yosys count
buffers and inverters	164
other	2
and+or+nand+nor	232
DFF	103
xor gates and xnor gates	46
muxes	60
AOI/OAI and AO/OA	50
adders and majority gates	35
## layer usage
layer,vias up,part of all wire [%]
li1,2193,-
met1,2047,49
met2,134,44
met3,4,5.6
met4,0,0.63
met5,-,0
## synthesized netlist by cell type (3+ instances only)
master	instances
nor4_1	10
xnor2_1	32
xor2_1	13
nor4b_1	5
mux2i_1	30
dfrtn_1	12
a21oi_1	10
and3_1	8
nand2b_1	3
mux2_2	30
nand4_1	12
nand3_1	25
a2111oi_0	3
buf_2	3
buf_4	128
nor2b_1	4
edfxtp_1	24
o21ai_0	11
inv_1	20
clkbuf_1	12
and2_1	4
or4_1	3
dfrtp_1	65
nor3_1	20
o31a_1	3
nand2_1	53
ha_1	35
nor2_1	61
a31oi_1	3
## final cells by class
type | instances | area share (%)
clock buffers | 4 | 1.10
inverters | 20 | 1.05
repair buffers | 35 | 4.72
well taps | 285 | 4.98
flip-flops and latches | 103 | 37.7
multi-input cells | 557 | 50.5
Power and IR drop assume default switching activity.
