<file path="run.sh">
#!/bin/bash
# OpenROAD 26Q1-2900-gdf79404cd8, Yosys 0.63+post, stock flow scripts
make -C /OpenROAD-flow-scripts/flow DESIGN_CONFIG=/design/flow/config.mk WORK_HOME=/design/flow/orfs finish
</file>
<file path="design.v">
module coef_update(                      
    input               clk_i,
    input               rst_n_i,
    input signed [15:0] error_o,           
    input signed [15:0] data_in,         
    output reg signed [15:0] coef1,
    output reg signed [15:0] coef2,
    output reg signed [15:0] coef3,
    output reg signed [15:0] coef4,
    output reg signed [15:0] coef5,
    output reg signed [15:0] coef6,
    output reg signed [15:0] coef7,
    output reg signed [15:0] coef8,
    output reg signed [15:0] coef9
    );
    reg signed [15:0] mu;            
    reg signed [15:0] data_shift1;
    reg signed [15:0] data_shift2;
    reg signed [15:0] data_shift3;
    reg signed [15:0] data_shift4;
    reg signed [15:0] data_shift5;
    reg signed [15:0] data_shift6;
    reg signed [15:0] data_shift7;
    reg signed [15:0] data_shift8;
    reg signed [15:0] data_shift9;
    always @(posedge clk_i or negedge rst_n_i) begin
        if(!rst_n_i)begin            
            data_shift1 <= 16'b0000_0001_0010_1010;            
            data_shift2 <= 16'b0000_0001_0010_1011;            
            data_shift3 <= 16'b0000_0001_0010_1100;            
            data_shift4 <= 16'b0000_0001_0010_1101;            
            data_shift5 <= 16'b0000_0001_0010_1101;            
            data_shift6 <= 16'b0000_0001_0010_1110;            
            data_shift7 <= 16'b0000_0001_0010_1100;            
            data_shift8 <= 16'b0000_0001_0010_1011;            
            data_shift9 <= 16'b0000_0001_0010_1001;            
            mu          <= 16'd383;              
        end
        else begin
            data_shift1 <= data_in   ;
            data_shift2 <= data_shift1;
            data_shift3 <= data_shift2;
            data_shift4 <= data_shift3;
            data_shift5 <= data_shift4;
            data_shift6 <= data_shift5;
            data_shift7 <= data_shift6;
            data_shift8 <= data_shift7;
            data_shift9 <= data_shift8;
        end
    end    
    reg signed [47:0] coef1_reg;
    reg signed [47:0] coef2_reg;
    reg signed [47:0] coef3_reg;
    reg signed [47:0] coef4_reg;
    reg signed [47:0] coef5_reg;
    reg signed [47:0] coef6_reg;
    reg signed [47:0] coef7_reg;
    reg signed [47:0] coef8_reg;
    reg signed [47:0] coef9_reg;
always @(posedge clk_i or negedge rst_n_i) begin
    if(!rst_n_i)begin
        coef1 <= 16'd0;
        coef2 <= 16'd0;
        coef3 <= 16'd0;
        coef4 <= 16'd0;
        coef5 <= 16'd0;
        coef6 <= 16'd0;
        coef7 <= 16'd0;
        coef8 <= 16'd0;
        coef9 <= 16'd0;
        coef1_reg <= 16'd0;
        coef2_reg <= 16'd0;
        coef3_reg <= 16'd0;
        coef4_reg <= 16'd0;
        coef5_reg <= 16'd0;
        coef6_reg <= 16'd0;
        coef7_reg <= 16'd0;
        coef8_reg <= 16'd0;
        coef9_reg <= 16'd0;
    end
    else begin
        coef1_reg <= (mu * error_o * data_shift1)>>2;
        coef2_reg <= (mu * error_o * data_shift2)>>2;
        coef3_reg <= (mu * error_o * data_shift3)>>2;
        coef4_reg <= (mu * error_o * data_shift4)>>2;
        coef5_reg <= (mu * error_o * data_shift5)>>2;
        coef6_reg <= (mu * error_o * data_shift6)>>2;
        coef7_reg <= (mu * error_o * data_shift7)>>2;
        coef8_reg <= (mu * error_o * data_shift8)>>2;
        coef9_reg <= (mu * error_o * data_shift9)>>2;
        coef1 <= coef1 + coef1_reg;
        coef2 <= coef2 + coef2_reg;
        coef3 <= coef3 + coef3_reg;
        coef4 <= coef4 + coef4_reg;
        coef5 <= coef5 + coef5_reg;
        coef6 <= coef6 + coef6_reg;
        coef7 <= coef7 + coef7_reg;
        coef8 <= coef8 + coef8_reg;
        coef9 <= coef9 + coef9_reg;
    end
end
endmodule
module div(
    input clk,
    input rst,
    output reg out
);
	parameter N=20'd20;
	reg [20:0] num;
	always@(posedge clk,posedge rst) begin
    	if(!rst) begin
    		if(num!=(N-20'b1)) begin
        		num<=num+20'b1;
        	    out<=1'b0;
        	end
        	else begin
        		num<=20'b0;
        	    out<=1'b1;
        	end
        end else begin
        	num<=20'b0;
        	out<=1'b0;
        end
    end
endmodule
module error_calcu(
    input                clk_i,
    input                rst_n_i,
    input  signed [15:0] data_in,            
    input  signed [15:0] data_ref,           
    output signed [15:0] error_o             
    );
    wire  signed [15:0] error;
    reg signed [15:0] data_shift1;
    reg signed [15:0] data_shift2;
    reg signed [15:0] data_shift3;
    reg signed [15:0] data_shift4;
    reg signed [15:0] data_shift5;
    reg signed [15:0] data_shift6;
    reg signed [15:0] data_shift7;
    reg signed [15:0] data_shift8;
    reg signed [15:0] data_shift9;
    always @(posedge clk_i or negedge rst_n_i) begin
        if(!rst_n_i)begin
            data_shift1 <= 16'd0;
            data_shift2 <= 16'd0;
            data_shift3 <= 16'd0;
            data_shift4 <= 16'd0;
            data_shift5 <= 16'd0;
            data_shift6 <= 16'd0;
            data_shift7 <= 16'd0;
            data_shift8 <= 16'd0;
            data_shift9 <= 16'd0;
        end
        else begin
            data_shift1 <= data_ref   ;
            data_shift2 <= data_shift1;
            data_shift3 <= data_shift2;
            data_shift4 <= data_shift3;
            data_shift5 <= data_shift4;
            data_shift6 <= data_shift5;
            data_shift7 <= data_shift6;
            data_shift8 <= data_shift7;
            data_shift9 <= data_shift8;
        end
    end
assign error = data_shift9 - data_in;
assign error_o = error;
endmodule
module fir(
    input                clk_i,
    input                rst_n_i,
    input  signed [15:0] data_in,                        
    input signed [15:0] coef1,       
    input signed [15:0] coef2,
    input signed [15:0] coef3,
    input signed [15:0] coef4,
    input signed [15:0] coef5,
    input signed [15:0] coef6,
    input signed [15:0] coef7,
    input signed [15:0] coef8,
    input signed [15:0] coef9,
    output signed [15:0] data_o                    
    );
reg signed [15:0] data_shift1;
reg signed [15:0] data_shift2;
reg signed [15:0] data_shift3;
reg signed [15:0] data_shift4;
reg signed [15:0] data_shift5;
reg signed [15:0] data_shift6;
reg signed [15:0] data_shift7;
reg signed [15:0] data_shift8;
reg signed [15:0] data_shift9;
always @(posedge clk_i or negedge rst_n_i) begin
    if(!rst_n_i)begin
        data_shift1 <= 16'd0;
        data_shift2 <= 16'd0;
        data_shift3 <= 16'd0;
        data_shift4 <= 16'd0;
        data_shift5 <= 16'd0;
        data_shift6 <= 16'd0;
        data_shift7 <= 16'd0;
        data_shift8 <= 16'd0;
        data_shift9 <= 16'd0;
    end
    else begin
        data_shift9 <= data_shift8;
        data_shift8 <= data_shift7;
        data_shift7 <= data_shift6;
        data_shift6 <= data_shift5;
        data_shift5 <= data_shift4;
        data_shift4 <= data_shift3;
        data_shift3 <= data_shift2;
        data_shift2 <= data_shift1;
        data_shift1 <= data_in    ;
    end
end
reg signed [31:0] multi_data1;
reg signed [31:0] multi_data2;
reg signed [31:0] multi_data3;
reg signed [31:0] multi_data4;
reg signed [31:0] multi_data5;
reg signed [31:0] multi_data6;
reg signed [31:0] multi_data7;
reg signed [31:0] multi_data8;
reg signed [31:0] multi_data9;
always @(posedge clk_i or negedge rst_n_i) begin
    if(!rst_n_i)begin
        multi_data1 <= 32'd0;
        multi_data2 <= 32'd0;
        multi_data3 <= 32'd0;
        multi_data4 <= 32'd0;
        multi_data5 <= 32'd0;
        multi_data6 <= 32'd0;
        multi_data7 <= 32'd0;
        multi_data8 <= 32'd0;
        multi_data9 <= 32'd0;
    end
    else begin
        multi_data1 <= data_shift1 * coef1 ;
        multi_data2 <= data_shift2 * coef2 ;
        multi_data3 <= data_shift3 * coef3 ;
        multi_data4 <= data_shift4 * coef4 ;
        multi_data5 <= data_shift5 * coef5 ;
        multi_data6 <= data_shift6 * coef6 ;
        multi_data7 <= data_shift7 * coef7 ;
        multi_data8 <= data_shift8 * coef8 ;
        multi_data9 <= data_shift9 * coef9 ;
    end
end
reg signed [40:0] adder_data_one_1;
reg signed [40:0] adder_data_one_2;
reg signed [40:0] adder_data_one_3;
reg signed [40:0] adder_data_one_4;
reg signed [40:0] adder_data_one_5;
reg signed [40:0] adder_data_two_1;
reg signed [40:0] adder_data_two_2;
reg signed [40:0] adder_data_two_3;
reg signed [40:0] adder_data_three_1;
reg signed [40:0] adder_data_three_2;
reg signed [40:0] adder_data_four;
always @(posedge clk_i or negedge rst_n_i) begin
    if(!rst_n_i)begin
        adder_data_one_1   <= 40'd0;
        adder_data_one_2   <= 40'd0;
        adder_data_one_3   <= 40'd0;
        adder_data_one_4   <= 40'd0;
        adder_data_one_5   <= 40'd0;
        adder_data_two_1   <= 40'd0;
        adder_data_two_2   <= 40'd0;
        adder_data_two_3   <= 40'd0;
        adder_data_three_1 <= 40'd0;
        adder_data_three_2 <= 40'd0;
        adder_data_four    <= 40'd0;
    end
    else begin
        adder_data_one_1   <= multi_data1 + multi_data2;
        adder_data_one_2   <= multi_data3 + multi_data4;
        adder_data_one_3   <= multi_data5 + multi_data6;
        adder_data_one_4   <= multi_data7 + multi_data8;
        adder_data_one_5   <= multi_data9;
        adder_data_two_1   <= adder_data_one_1 + adder_data_one_2;
        adder_data_two_2   <= adder_data_one_3 + adder_data_one_4;
        adder_data_two_3   <= adder_data_one_5;
        adder_data_three_1 <= adder_data_two_1 + adder_data_two_2;
        adder_data_three_2 <= adder_data_two_3;
        adder_data_four    <= adder_data_three_1 + adder_data_three_2;
    end
end
assign data_o = adder_data_four>>24;
endmodule
module lsm_top(
    (* io_buffer_type = "none" *)input clk_i,
    (* io_buffer_type = "none" *)input rst_n_i,
    (* io_buffer_type = "none" *)input signed [15:0] data_in,         
    (* io_buffer_type = "none" *)input signed [15:0] data_ref,        
    (* io_buffer_type = "none" *)output signed [15:0] error_o,          
    (* io_buffer_type = "none" *)output signed [15:0] data_o          
    );
    wire signed [15:0] coef1;
    wire signed [15:0] coef2;
    wire signed [15:0] coef3;
    wire signed [15:0] coef4;
    wire signed [15:0] coef5;
    wire signed [15:0] coef6;
    wire signed [15:0] coef7;
    wire signed [15:0] coef8;
    wire signed [15:0] coef9;
	wire clk_ii;
	div #(
    	.N(20'd40)
    ) div40(
		.clk(clk_i),
    	.rst(rst_n_i),
    	.out(clk_ii)
	);
    fir 
    fir_dut (
      .clk_i (clk_ii ),
      .rst_n_i (rst_n_i ),
      .data_in (data_in ),
      .coef1 (coef1 ),
      .coef2 (coef2 ),
      .coef3 (coef3 ),
      .coef4 (coef4 ),
      .coef5 (coef5 ),
      .coef6 (coef6 ),
      .coef7 (coef7 ),
      .coef8 (coef8 ),
      .coef9 (coef9 ),
      .data_o(data_o)
    );
    error_calcu 
    error_calcu_dut (
      .clk_i (clk_ii ),
      .rst_n_i (rst_n_i ),
      .data_in (data_in ),
      .data_ref (data_ref ),
      .error_o  ( error_o)
    );
    coef_update 
    coef_update_dut (
      .clk_i (clk_ii ),
      .rst_n_i (rst_n_i ),
      .error_o (error_o ),
      .data_in (data_in ),
      .coef1 (coef1 ),
      .coef2 (coef2 ),
      .coef3 (coef3 ),
      .coef4 (coef4 ),
      .coef5 (coef5 ),
      .coef6 (coef6 ),
      .coef7 (coef7 ),
      .coef8 (coef8 ),
      .coef9 (coef9 )
    );
endmodule
</file>
<file path="config.mk">
export PLATFORM = sky130hd
export DESIGN_NAME = lsm_top
export DESIGN_NICKNAME = lsm_top
export VERILOG_FILES = /design/flow/design.v
export SDC_FILE = /design/flow/constraint.sdc
export NUM_CORES = 4
export LEC_CHECK = 1
export CORE_UTILIZATION = 30
</file>
<file path="constraint.sdc">
current_design lsm_top

set clk_period 11.5
set clk_io_pct 0.2

create_clock -name clk0 -period $clk_period [get_ports {clk_i}]

set non_clock_inputs [all_inputs -no_clocks]
set_input_delay [expr $clk_period * $clk_io_pct] -clock clk0 $non_clock_inputs
set_output_delay [expr $clk_period * $clk_io_pct] -clock clk0 [all_outputs]
</file>
==> flow_summary.ini <==
; generated from flow reports
[worst_setup_path]
end_kind = primary output
worstSetupPathType = in -> out
start_kind = input port
cpMaxStageDelayCell = clkdlybuf4s50_1
critPathMaxFanout = 5
crit_chain = clkdlybuf4s50_1, inv_1, ha_1, nor2b_1, o21a_1, o21ai_0, a31oi_1, a41o_1, o21ai_0, a21oi_1, xor2_1, clkdlybuf4s50_1
crit_arrival_ns = 6.27
ff2ff_setup_slack_ns = 9.77
cp_data_required_time_ns = 9.20
critPathMaxStageDelay_ns = 0.80

[timing]
post-route-min-period_ns = 8.57
rsz0062_at_grt = false
fin_crit_sh = 0.745
unclocked_regs = 1267
drv_slew = 0
tightest_slew_ns = 1.10
finalHoldViolations = 0
setup_viol = 0
untimed_endpoints = 1283
clock_skew_ns = 0.00716
clock.fmax_ghz = 0.117
hold_ws_ns = 0.465
setup_tns_ns = 0
maxSlewHeadroom = 0.256

[clock_network]
htree_levels = 1
postCtsSetupRepairBufs = 0
hold_buffers = 0
cts_buffer_depth = 2
insertion_delay_ns = 0.26
root_buffer = clkbuf_16
cts_resized = 0
cts_made_buffers = 3
clk_pin_slew_ns = 0.06
cts_tree = built

[logic_synthesis]
avgSynthCellArea_sq_um = 9.72
synth-edff-count = 0
yosys-top-cells-count = inv_1, fa_1, nand2_1
ys_top_cells_by_area = fa_1, dfrtp_1, ha_1
ys_seq_frac = 0.173
yosys-stat-area_sq_um = 187000
synth_cell_types = 83
top_cell_area_share = 0.365
synth_warnings = 4
ys.flops = 1289
synth_cells = 19199
yosysTopAreaCell = fa_1
synth_area_sq_um = 187000
ys_cells = 19199
top_cell = inv_1
ys.flop_type = dfrtp_1
async_flop_share = 1.00

[floorplan]
die_y_um = 791
rows = 289
die_area_sq_um = 625000
die_w_um = 791
ios = 66
core_area_sq_um = 619000
fp_util = 0.301

[detailed_routing]
ant_nets = 0
vias_per_cell = 4.50
drc_errors = 0
vias = 122168
drt-total-wl_um = 462000
wl_per_cell_um = 17.0
drt_iter0_drc = 5020
drtPass1Iterations = 23

[cells_and_area]
largest-register = fir_dut.adder_data_three_1
layout-drive-gt1-share = 0.0179
post-route-cell-area_sq_um = 197000
reg_top3 = fir_dut.adder_data_three_1 (40), fir_dut.adder_data_two_1 (34), fir_dut.adder_data_two_2 (34)
largest_reg_flops = 40
nFillCells = 62536
utilization = 0.318
area_growth_pct = 5.75

[global_route]
gr-usage-all-layers = 0.160
grt_max_degree = 197
gr-total-overflow = 0
grt_pass1_wl_um = 747000
grt_pass1_vias = 131173
antenna_found_initial = 30

[outcome]
outcome = finished, final reports clean

[hold_path]
hold_path_class = reg -> reg

[place]
dp_hpwl_um = 373000
postPlaceCellArea_sq_um = 197000
port_buffers = 65
gp_congestion = 0.928

[job]
drv_cap = 0
log.warning_count = 43
[layout by cell type (no fill, tap or decap), types with 17 or more instances in the layout]
cell / Yosys / layout
o211ai_1: 40 / 40
fa_1: 3397 / 3396
nand2_1: 2210 / 2210
o21ai_0: 295 / 295
a211oi_1: 33 / 33
a211o_1: 22 / 22
diode_2: 0 / 24
nand2b_1: 253 / 253
buf_4: 0 / 210
or4_1: 18 / 18
a21o_1: 277 / 277
dfstp_2: 41 / 41
nor2_1: 446 / 444
inv_1: 4221 / 4221
o2111ai_1: 22 / 22
clkdlybuf4s50_1: 0 / 64
nand3_1: 110 / 110
nor3_1: 124 / 124
a21boi_0: 48 / 48
a31oi_1: 42 / 42
xor2_1: 210 / 205
ha_1: 1766 / 1763
a21oi_1: 517 / 517
o21a_1: 72 / 72
xnor3_1: 25 / 25
and3_1: 85 / 85
o31ai_1: 23 / 23
and2_1: 1504 / 1503
o21bai_1: 112 / 112
nand4_1: 43 / 43
a31o_2: 24 / 24
dfrtp_1: 1248 / 1247
xnor2_1: 773 / 771
or3_1: 34 / 33
nor2b_1: 272 / 270
nand3b_1: 20 / 20
nor3b_1: 17 / 17
a2111oi_0: 23 / 23
[metrics by stage]
stage	instances	setup WS, ns
final	27168	2.93
after global placement	27140	2.88
after detailed placement	27140	2.90
after floorplan	19199	4.81
after global routing	27154	2.66
after CTS	27144	2.89
[layout make-up]
| type | count | area, sq um | share of cell area |
|---|---|---|---|
| Clock inverter | 1 | 30.0 | 0.000152 |
| Multi-Input combinational cell | 13056 | 136000 | 0.691 |
| Timing Repair Buffer | 279 | 2320 | 0.0118 |
| Sequential cell | 1289 | 32300 | 0.164 |
| Tap cell | 8293 | 10400 | 0.0526 |
| Inverter | 4223 | 15900 | 0.0804 |
| Antenna cell | 24 | 60.1 | 0.000304 |
| Clock buffer | 3 | 75.1 | 0.000381 |
[path summary, 6_finish.rpt]
kind / endpoint / from / cells after the start
worst max register to register: div40.num[20]$_DFF_PP0_ / div40.num[0]$_DFF_PP0_ / 7
max in group asynchronous: div40.out$_DFF_PP0_ / rst_n_i / 3
worst min register to register: div40.num[20]$_DFF_PP0_ / div40.num[20]$_DFF_PP0_ / 1
worst max-delay path: error_o[13] / data_in[1] / 12
min in group asynchronous: div40.num[18]$_DFF_PP0_ / rst_n_i / 3
worst min-delay path: div40.num[20]$_DFF_PP0_ / div40.num[20]$_DFF_PP0_ / 1
[routing by layer]
metal | up-vias | wire (um) | track usage
met1 | 61107 | 192000 | 0.216
li1 | 56987 | - | -
met5 | - | 87 | 0
met3 | 459 | 46900 | 0.0664
met2 | 3601 | 212000 | 0.250
met4 | 14 | 10700 | 0.0298
[worst max-delay path, delay by kind of cell]
family                   cells  cell delay, ns
AND-OR/OR-AND                6            1.48
XOR/XNOR                     1            0.57
adder cells (fa/ha/maj)      1            0.30
buffers and inverters        3            1.48
AND/OR/NAND/NOR              1            0.13
[kinds of logic after synthesis]
group | synth area share
compound gates | 0.0583
xor+xnor | 0.0496
fa+ha+maj | 0.483
buf+inv | 0.0977
flops | 0.173
mux | 0.000604
simple gates | 0.138
