$ cat design/flow/config.mk
export PLATFORM = sky130hd
export DESIGN_NAME = change
export DESIGN_NICKNAME = change
export VERILOG_FILES = /design/flow/design.v
export SDC_FILE = /design/flow/constraint.sdc
export NUM_CORES = 4
export LEC_CHECK = 1
export CORE_AREA = 10 10 70 70
export DIE_AREA = 0 0 80 80
$ cat design/flow/constraint.sdc
current_design change

set clk_period 3.6
set clk_io_pct 0.2

create_clock -name clk0 -period $clk_period

set non_clock_inputs [all_inputs -no_clocks]
set_input_delay [expr $clk_period * $clk_io_pct] -clock clk0 $non_clock_inputs
set_output_delay [expr $clk_period * $clk_io_pct] -clock clk0 [all_outputs]
$ cat design/flow/design.v
module change(
	input [15:0] dataInput,
    output [15:0] dataOutput
);
	reg [15:0] dataInputComplement;    
	always@(dataInput) begin
    	if(dataInput<=16'd450) begin
        	dataInputComplement<=dataInput-16'd450;
        end else begin
        	dataInputComplement<=~(16'd450-dataInput)+16'd1;
        end
    end
	assign dataOutput=dataInputComplement;
endmodule
$ cat design/flow/run.sh
#!/bin/bash
# OpenROAD 26Q1-2900-gdf79404cd8, Yosys 0.63+post, stock flow scripts
make -C /OpenROAD-flow-scripts/flow DESIGN_CONFIG=/design/flow/config.mk WORK_HOME=/design/flow/orfs finish
==> metrics.csv <==
metric,value,unit
finalClockPeriodUsage,99.75,%
wl_per_cell,15.07,µm
intPower,0.1195,mW
grt_start_max_net_pins,9,
grt_pass1_vias,1509,
core.rowCount,21,
drt_wl_total,4.386,mm
place_inst,270,
syn_to_final_growth,118.1,%
synth_cells,141,
place_ws,-0.8356,ns
layout_top_cells,"buf_4 (71), nand2_1 (12), xor2_1 (11), xnor2_1 (10)",
setup-violations-final,0,
vias,1474,
grt_pass1_wl,6.810,mm
setup_slack,0.009101,ns
drv_slew,0,
synth_top_cell_by_area,xnor2_1,
area_leaders,"xnor2_1 (12%), xor2_1 (11%), ha_1 (7.5%), o21ai_0 (4.5%), nand2_1 (4.5%)",
required,2.88,ns
initCoreUtil,29.38,%
stdcell_area,2188,µm²
io_buffers,32,
die_h,80,µm
drc_errors,0,
drive_gt1_share,59.18,%
ir_drop,0.06635,mV
cts-hold-fix-buffers,0,
first_pass_iters,4,
hold_path_class,in -> out,
worst_slew_pin_slew,0.5197,ns
core_area,3416,µm²
critical_path_class,in -> out,
fillers,241,
fin_cells,291,
die_x,80,µm
crit_fanout,5,
ys_cells,141,
pwr-share-clk,0,%
relSlewSlack,65.08,%
synth_area,1003,µm²
openroad.warnings,38,
gr-total-overflow,0,
yosysWarnings,1,
switching_share,45.17,%
cellPowerDensity,99.60,nW/µm²
diodes,0,
status,"finished, final reports clean",
dieArea,6400,µm²
synth_top_area_share,12.22,%
antenna_found_initial,0,
ant_nets,0,
critPathCaptureType,output pin,
grt_use_total,12.22,%
io_pins,32,
vias_per_cell,5.065,
flops,0,
power_leakage,0.9482,nW
fmax,278.5,MHz
synthDistinctLibCells,41,
holdPathStages,4,
rsz0062_at_grt,true,
first_iter_violations,91,
power.share.sequential,0,%
ys_chip_area,1003,µm²
setup_tns,0,ns
drv_cap,0,
dp_hpwl,2.752,mm
lay_top_count,buf_4,
arrival,2.87,ns
power_frac_comb,100.0,%
postPlaceCellArea,1765,µm²
ff_latch_area,0,µm²
yosysSeqAreaShare,0,%
hold_viol,0,
switching_power,0.09846,mW
clkbuf_count,0,
synth_area_per_cell,7.117,µm²
gp_congestion,0.9594,
start_kind,primary input,
fin_crit,3.591,ns
==> critical path, cell delays in order <==
cell	delay (ns)
clkbuf_4	0.14
ha_1	0.19
nor2b_4	0.13
o21a_1	0.23
nor4_2	0.29
buf_4	0.16
nand3_1	0.09
buf_4	0.19
nor2_2	0.22
o21ai_2	0.09
xor2_1	0.17
dlygate4sd2_1	0.24
==> worst paths after layout <==
kind          from       endpoint
min   dataInput[8]  dataOutput[8]
max   dataInput[1]  dataOutput[9]
==> Yosys cell counts (all sizes together) <==
cell	instances
a2111oi	1
a211oi	4
a21oi	8
a311oi	1
a31oi	1
and2	1
and3	3
and4	1
and4b	1
buf	7
clkbuf	1
ha	6
inv	3
nand2	12
nand2b	4
nand3	3
nand3b	2
nor2	12
nor2b	2
nor3	8
nor3b	1
nor4	4
o211ai	2
o21a	1
o21ai	17
o31a	1
o31ai	4
or3	2
or4	1
xnor2	14
xor2	13
==> stage by stage <==
stage | utilization [%] | power, mW | hold WS (ns)
after floorplan | - | 0.07283 | 1.463
after global routing | 64.07 | 0.2361 | 1.954
after detailed placement | 51.69 | 0.1875 | 2.479
after CTS | 61.03 | 0.2019 | 2.015
after global placement | 51.69 | 0.1865 | 2.494
final | 64.07 | 0.2180 | 1.939
==> per-layer routing <==
metal	GRT usage (%)	up-vias	part of all wire (%)
li1	-	716	-
met1	16.59	728	49
met2	20.55	30	46
met3	1.932	0	4.9
met4	0.8803	0	0
met5	0	-	0
==> cells by family after synthesis <==
family	after synthesis	share of synthesized area [%]
AOI/OAI and AO/OA	40	27.68
buffers and inverters	11	6.982
and+or+nand+nor	57	34.29
xor gates and xnor gates	27	23.57
adders and majority gates	6	7.481
==> power groups by stage <==
| stage | Clock, mW | Combinational [mW] | Sequential, mW |
|---|---|---|---|
| after CTS | 0 | 0.202 | 0 |
| after global routing | 0 | 0.236 | 0 |
| final | 0 | 0.218 | 0 |
==> cell type report <==
class | count | area, µm² | share of cell area [%]
multi-input combinational | 130 | 1222 | 55.86
timing repair buffer | 112 | 894.6 | 40.88
tap | 46 | 57.56 | 2.630
inverter | 3 | 13.76 | 0.6289
==> what timing repair did <==
item                                    CTS  global route
resized                                  96            37
setup buffers                            19             3
endpoints found under the setup margin   15             9
pin swaps                                27            24
No activity file was given, so power comes from the tool's default toggle rates.
